===== flow/config.mk =====
export PLATFORM = sky130hd
export DESIGN_NAME = top_sram
export DESIGN_NICKNAME = top_sram
export VERILOG_FILES = /design/flow/design.v
export SDC_FILE = /design/flow/constraint.sdc
export NUM_CORES = 4
export LEC_CHECK = 1
export CORE_UTILIZATION = 30

===== flow/constraint.sdc =====
current_design top_sram

set clk_period 9.0
set clk_io_pct 0.2

create_clock -name clk0 -period $clk_period [get_ports {clk}]

set non_clock_inputs [all_inputs -no_clocks]
set_input_delay [expr $clk_period * $clk_io_pct] -clock clk0 $non_clock_inputs
set_output_delay [expr $clk_period * $clk_io_pct] -clock clk0 [all_outputs]

===== flow/design.v =====
`timescale 1ns / 1ps
module pmmem_fsm(clk,reset,address,data,cs,we,oe);
    input clk, reset;
    output [7:0] address;
    inout [3:0] data;
    output reg cs = 1'b0;
    output reg we = 1'b0;
    output reg oe = 1'b0;
    reg [7:0] address = 8'b00000000;
    reg [3:0] data_reg = 4'b0000;
    reg [2:0] state;
    parameter idle = 3'b000, s1= 3'b001, s2=3'b010,s3=3'b011,s4=3'b100;   
    assign data = data_reg;
    always@(posedge clk or posedge reset)
    begin
        if (reset)
        begin
            state <= idle;
            address <= 0;
        end
        else
        case (state)
            idle: 
            begin
                state <= s1;
                address <= 0;
            end
            s1:
            begin
                state <= s2;
                address <= 0;
            end
            s2: 
            begin
                address <= address + 1;
                if(address > 32)
                    state <= s3;
                else
                    state <= s2;
            end
            s3:
            begin
                address <= 0;
                state <= s4;
            end
            s4:
            begin
                address <= address + 1;
                state <= s4;
            end
            default:
            begin
                state <= s1;
                address <= 0;
            end
    endcase
    end
    always@(state)
    begin
        case (state)
        idle: 
        begin
            cs = 0; we = 0; oe = 0; data_reg = 4'bZZZZ;
        end
        s1: begin  
            cs = 1; we = 1; oe = 0; data_reg = 4'b1010;
        end
        s2: 
        begin  
            cs = 1; we = 1; oe = 0; data_reg = 4'b1010;
        end
        s3: 
        begin  
            cs = 1; we = 0; oe = 1;
        end
        s4:
        begin  
          cs = 1; we = 0; oe = 1; data_reg = 4'bZZZZ;
        end
        default:
        begin
            cs = 0; we = 0; oe = 0; data_reg = 4'bZZZZ;
        end
    endcase
    end
endmodule
`timescale 1ns / 1ps
module pmram(address,data,cs,we,oe);
    input [7:0] address;
    inout [3:0] data;
    input cs;
    input we;
    input oe;
    reg [3:0] data_out;
    reg [7:0] mem [0:1023];  
    assign data = (cs && oe && !we) ? data_out : 8'bzzzzzzzz;
    always @ (cs or we or data or address)
    begin 
        if ( cs && we ) 
            mem[address] = data;
    end
    always @ (cs or we or data or address or data)
    begin
        if (cs && !we && oe)
            data_out = mem[address];
    end
endmodule
`timescale 1ns / 1ps
module top_sram(cs,we,oe,data,clk,address,reset);
    output cs;
    output we;
    output oe;
    output [7:0] address;
    inout [3:0] data = 4'b0000;
    input clk, reset;
    pmram pmram1(.address(address),.data(data),.cs(cs),.we(we),.oe(oe));
    pmmem_fsm pmmem_fsm1(.clk(clk),.reset(reset),.address(address),.data(data),.cs(cs),.we(we),.oe(oe));
endmodule

===== flow/run.sh =====
#!/bin/bash
# OpenROAD 26Q1-2900-gdf79404cd8, Yosys 0.63+post, stock flow scripts
make -C /OpenROAD-flow-scripts/flow DESIGN_CONFIG=/design/flow/config.mk WORK_HOME=/design/flow/orfs finish

==> changes_impl.md <==
## Implementation

- Main flop type: dlxtn_1
- Stop Error: ERROR: Found 1 problems in 'check -assert'.
- Synth cell types: 76
- Flops after synth: between 200 and 300
- Ys cells: approximately 1300
- Post-synthesis async set-or-reset flop share: around 4.8%
- Yosys chip area: between 10000 and 15000 um^2
- Fail Step: 1_2_yosys
- Status: did not finish
- Post-synth EDFFs: 0
- Total number of yosys warnings: 7
Yosys cell counts (4+ instances only):
master | instances | share of area (%)
dlxtn_1 | 257 | 38
o21ai_0 | 227 | 11
clkbuf_1 | 109 | 4.1
nand3_1 | 104 | 5.2
nand2_1 | 82 | 3.1
a21oi_1 | 73 | 3.6
nor2_1 | 70 | 2.6
a22oi_1 | 60 | 4.5
o22ai_1 | 22 | 1.4
o211ai_1 | 20 | 1.5
nor3_1 | 17 | 0.84
nand4_1 | 15 | 0.93
and3_1 | 13 | 0.81
dfrtp_1 | 12 | 3.0
a22o_1 | 10 | 0.87
a31oi_1 | 10 | 0.62
buf_2 | 10 | 0.50
buf_1 | 9 | 0.33
nor4_1 | 9 | 0.56
o2111ai_1 | 9 | 0.78
and2_1 | 8 | 0.50
and3b_1 | 8 | 0.69
nor2b_1 | 8 | 0.50
inv_1 | 7 | 0.26
or3_1 | 7 | 0.43
a221oi_1 | 6 | 0.52
nor3b_1 | 6 | 0.45
nor4b_1 | 6 | 0.52
nor4bb_1 | 6 | 0.60
a32oi_1 | 5 | 0.43
and4_1 | 5 | 0.43
nand4b_1 | 5 | 0.43
o21bai_1 | 5 | 0.37
or2_2 | 5 | 0.31
or4_1 | 5 | 0.37
xnor2_1 | 5 | 0.43
and4b_1 | 4 | 0.40
buf_4 | 4 | 0.30
ha_1 | 4 | 0.50
nand3b_1 | 4 | 0.30
o31ai_1 | 4 | 0.30
cell families after synthesis:
logic type | Yosys count | share of synthesized area (%)
multiplexers | 4 | 0.558
latches | 258 | 38.4
flip-flops | 13 | 3.24
buffers and inverters | 141 | 5.53
XOR/XNOR | 6 | 0.521
AND-OR/OR-AND | 493 | 29.8
adder cells (fa/ha/maj) | 4 | 0.496
AND/OR/NAND/NOR | 398 | 21.4
other | 2 | 0.0744
